$ cat /design/flow/design.v
module norm (
    input wire [199:0] weights_packed,
    output wire [9:0] result
);
    wire signed [9:0] weights [0:19];
    generate
    genvar j;
    for (j = 0; j < 20; j = j + 1) begin : unpacking_weights
        assign weights[j] = weights_packed[(j*10) +: 10];
    end
    wire signed [19:0] sq_w [0:19];
    for (j = 0; j < 20; j = j + 1) begin : squares
        assign sq_w[j] = weights[j] * weights[j];
    end
    wire signed [19:0] sums [0:19];
    assign sums[0] = sq_w[0];
    for (j = 1; j < 20; j = j + 1) begin : sum_chain
        assign sums[j] = sums[j-1] + sq_w[j];
    end
    endgenerate
    wire [8:0] norm_res;
    sqrt rooter (
        .in(sums[19][18:0]),
        .out(norm_res)
    );
    assign result = {1'b0, norm_res};
endmodule
module sqrt(
  input  wire[18:0] in,
  output wire[8:0] out
);
  assign out =   (in >= 1764) ? 42
               : (in >= 1681) ? 41
               : (in >= 1600) ? 40
               : (in >= 1521) ? 39
               : (in >= 1444) ? 38
               : (in >= 1369) ? 37
               : (in >= 1296) ? 36
               : (in >= 1225) ? 35
               : (in >= 1156) ? 34
               : (in >= 1089) ? 33
               : (in >= 1024) ? 32
               : (in >= 961) ? 31
               : (in >= 900) ? 30
               : (in >= 841) ? 29
               : (in >= 784) ? 28
               : (in >= 729) ? 27
               : (in >= 676) ? 26
               : (in >= 625) ? 25
               : (in >= 576) ? 24
               : (in >= 529) ? 23
               : (in >= 484) ? 22
               : (in >= 441) ? 21
               : (in >= 400) ? 20
               : (in >= 361) ? 19
               : (in >= 324) ? 18
               : (in >= 289) ? 17
               : (in >= 256) ? 16
               : (in >= 225) ? 15
               : (in >= 196) ? 14
               : (in >= 169) ? 13
               : (in >= 144) ? 12
               : (in >= 121) ? 11
               : (in >= 100) ? 10
               : (in >=  81) ?  9
               : (in >=  64) ?  8
               : (in >=  49) ?  7
               : (in >=  36) ?  6
               : (in >=  25) ?  5
               : (in >=  16) ?  4
               : (in >=   9) ?  3
               : (in >=   4) ?  2
               : (in >=   1) ?  1
               : 0;
endmodule
$ cat /design/flow/run.sh
#!/bin/bash
# OpenROAD 26Q1-2900-gdf79404cd8, Yosys 0.63+post, stock flow scripts
make -C /OpenROAD-flow-scripts/flow DESIGN_CONFIG=/design/flow/config.mk WORK_HOME=/design/flow/orfs finish
$ cat /design/flow/config.mk
export PLATFORM = sky130hd
export DESIGN_NAME = norm
export DESIGN_NICKNAME = norm
export VERILOG_FILES = /design/flow/design.v
export SDC_FILE = /design/flow/constraint.sdc
export NUM_CORES = 4
export LEC_CHECK = 1
export CORE_UTILIZATION = 50
$ cat /design/flow/constraint.sdc
current_design norm

set clk_period 36.6
set clk_io_pct 0.2

create_clock -name clk0 -period $clk_period

set non_clock_inputs [all_inputs -no_clocks]
set_input_delay [expr $clk_period * $clk_io_pct] -clock clk0 $non_clock_inputs
set_output_delay [expr $clk_period * $clk_io_pct] -clock clk0 [all_outputs]
==> impl_metrics.yaml <==
# implementation run metrics
logic_synthesis:
  postSynthCellCount: 6908
  synth-warning-count: 1
  yosysUniqueCellTypes: 63
  syn_area_mm2: 0.0679
  synth_chip_area_mm2: 0.0679
  syn_avg_cell_area_um2: 9.83
  synth-seq-area-share: 0
  ys_cells: 6908
critical_path:
  endpoint_kind: "output port"
  cp_max_fo: 19
  worst_path_most_repeated_cell: "fa_1"
  critPathMaxStageDelay_ns: 0.95
  cp_slowest_cell: "clkdlybuf4s50_1"
  worstSetupPathType: "input port to output port"
  arrival_ns: 19.31
  cp-start-kind: "input port"
  worst_ep_required_time_ns: 29.28
floorplanning:
  fp-utilization: 0.506
  core-area_mm2: 0.134
  rows: 134
  dieHeight_um: 370
  die_area_mm2: 0.137
  io_pins: 210
  die_width_um: 370
global_route:
  grt_max_degree: 22
  grt_pass1_wl_um: 294000
  antenna_found_initial: 15
  grt_pass1_vias: 48400
  track_usage: 0.325
  overflow: 0
placement:
  post-dp-hpwl_um: 176000
  port_buffers: 206
  gp_congestion: 1.04
final_layout:
  syn2layout_area_growth_pct: 5.41
  layout-drive-gt1-share: 0.00606
  utilization: 0.533
  n_clock_buffer: 0
  ff_latch_area_um2: 0
  most-common-layout-cells: "2450 x inv_1, 2098 x fa_1, 489 x ha_1"
  sequential_cell_total: 0
  lay_top_count: "inv_1"
drt:
  drcViolationCount: 0
  antenna_cells: 0
  drtAntennaViolNets: 0
  drt_pass1_iterations: 7
  vias: 42100
  drt_iter0_markers: 1326
  wire_per_inst_um: 21.6
  drt_wl_total_um: 188000
  vias_per_cell: 4.84
sta:
  fin_crit_ns: 26.63
  rsz0062_at_grt: "no"
  slew_violations: 0
  slew_headroom: 0.412
  worstMarginPinSlew_ns: 0.879
  final.period_utilization: 0.728
  setup_viol: 0
  hold_viol_final: 0
  fmax_mhz: 37.5
  holdWs_ns: 16.94
  setup-tns-final_ns: 0
outcome:
  status: "finished clean"
job:
  warnings: 82
  maxCapViolCount: 0
clock_tree:
  post_cts_resized: 0
  hold_buffers: 0
  cts_setup_buffers: 0
worst_hold_path:
  min_path_type: "input port to output port"
stage by stage:
stage	cells	area, um^2	setup slack, ns
after floorplan	6912	67900	11.89
after global placement	8704	71600	10.01
after detailed placement	8704	71600	10.02
after CTS	8704	71600	9.95
after global routing	8704	71600	9.40
final	8704	71600	9.97
worst max-delay path: cells and delay by family:
kind | cells | cell delay [ns]
AOI/OAI and AO/OA | 4 | 0.85
buffers and inverters | 8 | 1.97
and+or+nand+nor | 4 | 1.13
adders and majority gates | 14 | 7.48
xor gates and xnor gates | 1 | 0.55
logic make-up (layout without fill, tap and decap cells):
| logic type | after synthesis | in the layout | synth area share |
|---|---|---|---|
| fa+ha+maj | 2587 | 2587 | 0.709 |
| compound gates | 137 | 137 | 0.0131 |
| xor+xnor | 286 | 286 | 0.0373 |
| buf+inv | 2656 | 2680 | 0.147 |
| mux | 9 | 9 | 0.00142 |
| other cells | 1 | 5 | 0.0000552 |
| simple gates | 1232 | 1232 | 0.0921 |
cell type report:
type                            instances  area, um^2
Fill cell                           12200       62600
Inverter                             2452        9200
Multi-Input combinational cell       4256       57900
Tap cell                             1768        2210
Timing Repair Buffer                  228        2230
cell usage after synthesis (31+ instances only):
| library cell | instances | area share |
|---|---|---|
| ha_1 | 489 | 0.090 |
| clkbuf_1 | 197 | 0.011 |
| o21ai_0 | 31 | 0.0023 |
| inv_1 | 2450 | 0.14 |
| a21oi_1 | 40 | 0.0029 |
| xor2_1 | 47 | 0.0061 |
| xnor2_1 | 237 | 0.031 |
| fa_1 | 2098 | 0.62 |
| nor2b_1 | 109 | 0.010 |
| nor2_1 | 115 | 0.0064 |
| and2_1 | 442 | 0.041 |
| nand2b_1 | 49 | 0.0045 |
| nand2_1 | 464 | 0.026 |
layer usage:
metal	share of wire	up-vias	track usage
li1	-	18900	-
met1	0.35	21900	0.444
met2	0.53	1002	0.539
met3	0.085	174	0.108
met4	0.030	24	0.0673
met5	0.00078	-	0
final timing paths:
check	start	end	slack, ns	cells after the start
worst max-delay path	weights_packed[69]	result[1]	9.97	31
worst min-delay path	weights_packed[190]	result[0]	16.94	12
