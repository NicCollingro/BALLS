==> /design/flow/design.v <==
module prediction(
    input wire [199:0] weights_packed,
    input wire [39:0] xalt_packed,
    output wire [9:0] y
);
    wire signed [9:0] weights [0:19];
    generate
    genvar j;
    for (j = 0; j < 20; j = j + 1) begin : unpacking_weights
        assign weights[j] = weights_packed[(10*j) +:10];
    end
    wire signed [1:0] xalt [0:19];
    for (j = 0; j < 20; j = j + 1) begin : unpacking_neurons
        assign xalt[j] = xalt_packed[j*2 +: 2];
    end
    wire signed [9:0] sums [0:19];
    assign sums[0] = xalt[0] * weights[0];
    for (j = 1; j < 20; j = j + 1) begin : sum_chain
        assign sums[j] = sums[j-1] + weights[j] * xalt[j];
    end
    endgenerate
    assign y = sums[19];
endmodule
==> /design/flow/run.sh <==
#!/bin/bash
# OpenROAD 26Q1-2900-gdf79404cd8, Yosys 0.63+post, stock flow scripts
make -C /OpenROAD-flow-scripts/flow DESIGN_CONFIG=/design/flow/config.mk WORK_HOME=/design/flow/orfs finish
==> /design/flow/config.mk <==
export PLATFORM = sky130hd
export DESIGN_NAME = prediction
export DESIGN_NICKNAME = prediction
export VERILOG_FILES = /design/flow/design.v
export SDC_FILE = /design/flow/constraint.sdc
export NUM_CORES = 4
export LEC_CHECK = 1
export CORE_UTILIZATION = 50
==> /design/flow/constraint.sdc <==
current_design prediction

set clk_period 11.4
set clk_io_pct 0.2

create_clock -name clk0 -period $clk_period

set non_clock_inputs [all_inputs -no_clocks]
set_input_delay [expr $clk_period * $clk_io_pct] -clock clk0 $non_clock_inputs
set_output_delay [expr $clk_period * $clk_io_pct] -clock clk0 [all_outputs]
==> results.cfg <==
; implementation run metrics
[route]
drcViolationCount = 0
wl_per_cell_microns = 16.43
wirelength_mm = 29.13
drt-pass1-iter-count = 6
viasPerCell = 4.582
vias = 8123
antennaDiodeCount = 0
drtIter0Drc = 188
ant_nets = 0

[sta]
grt_setup_unrepaired = no
fin_crit_sh = 0.9796
fmax_ghz = 0.08955
period_needed_ps = 11170
finalSetupViolCount = 0
whs_ps = 5641
worst_slack_ps = 232.6
setup_tns_ps = 0
max_slew_margin = 0.6959
worst_pin_slew_ps = 452.9
hold_violations = 0
finalMaxSlewViolations = 0

[finish]
layoutNonFillerInstCount = 1773
final_cell_area_sq_mm = 0.01465
seq_cell_count = 0
layout-drive-gt1-share = 0.07276
clock_buffers = 0
syn_to_final_growth_pct = 33.14
fin_util = 0.6883
flop_area_sq_um = 0

[floorplanning]
fp-row-count = 53
die_h_microns = 150.4
fp_util = 0.5170
die_area_sq_mm = 0.02261
die_x_microns = 150.4
ios = 250
coreArea_sq_mm = 0.02129

[placed_design]
dp_cells = 1757
gp_congestion = 0.9971
port_buffers = 250
dpl_cell_area_sq_mm = 0.01442
dp_hpwl_mm = 28.24
dp_slack_ps = -189.8

[setup_path]
cp.arrival_ps = 8890
critPathCaptureType = output port
criticalPathCategory = in2out
worstPathRequired_ps = 9120
critPathMaxFanout = 10
start_kind = input port

[job]
cap_violations = 0
warning_count = 35

[global_routing]
antenna_found_initial = 2
grt_pass1_wl_mm = 45.48
grt_max_degree = 13
grt_overflow = 0
grt_pass1_vias = 8917
grtUsageTotal = 0.3008

[min_path]
hold_path_class = in2out

[logic_synthesis]
ys_chip_area_sq_mm = 0.01100
yosys_cells = 1177
syn_avg_cell_area_sq_um = 9.349
syn-cell-area_sq_mm = 0.01100
synth_seq_share = 0
yosys_warnings = 1
syn_inst = 1177
yosys.cell_types.count = 22

[status]
outcome = finished clean
==> worst paths after layout <==
check | from | end | slack, ps | cells past startpoint
hold / removal | xalt_packed[9] | y[0] | 5640 | 5
setup / recovery | xalt_packed[17] | y[7] | 230 | 23
==> logic make-up after synthesis <==
kind of cell,synth area share
AND-OR/OR-AND,0.006594
multiplexers,0.001023
XOR/XNOR,0.07140
buffers and inverters,0.1195
AND/OR/NAND/NOR,0.1884
adder cells (fa/ha/maj),0.6131
==> Yosys cell counts, drive strengths merged <==
master / n / share of area
a21o: 2 / 0.0014
a21oi: 6 / 0.0027
and2: 85 / 0.048
and2b: 2 / 0.0014
buf: 5 / 0.0025
clkbuf: 13 / 0.0044
fa: 317 / 0.58
ha: 32 / 0.036
inv: 330 / 0.11
mux2: 1 / 0.0010
nand2: 116 / 0.040
nand2b: 98 / 0.056
nor2: 15 / 0.0051
nor2b: 58 / 0.033
o21ai: 1 / 0.00045
o21bai: 3 / 0.0020
or2: 1 / 0.00057
or2b: 7 / 0.0048
xnor2: 73 / 0.058
xnor3: 3 / 0.0061
xor2: 9 / 0.0072
==> layout by cell type (no fill, tap or decap), types with 2 or more instances in the layout <==
cell type,netlist,layout
nand2_1,116,116
clkdlybuf4s50_1,0,233
nor2b_1,58,55
o21bai_1,3,3
xnor2_2,0,3
xnor3_1,3,3
inv_1,330,327
fa_1,317,315
nand2b_1,98,97
a21oi_2,0,3
a21o_1,2,2
a21oi_1,6,3
xor2_1,9,9
ha_1,32,30
inv_2,0,3
and2_1,85,84
nor2_1,15,15
buf_6,0,10
or2b_1,7,7
dlymetal6s2s_1,0,5
xnor2_1,73,70
dlygate4sd2_1,0,12
and2b_1,2,2
buf_4,1,70
fa_2,0,2
buf_12,0,8
nor2b_2,0,2
==> area by class of cell <==
type	instances	area, sq um
fill	1691	6635
tap	275	344.1
timing repair buffer	339	3303
multi-input combinational	829	9766
inverter	330	1239
==> critical path, stage by stage <==
cell	delay (ps)
clkdlybuf4s50_1	400
buf_4	180
nor2b_1	160
fa_1	520
inv_1	50
fa_1	520
inv_1	50
fa_1	480
fa_1	530
fa_1	620
fa_1	440
fa_1	490
inv_1	50
fa_1	470
inv_1	40
ha_1	300
a21oi_2	130
o21bai_1	80
a21o_1	190
a21oi_2	180
buf_4	150
xnor2_2	100
clkdlybuf4s50_1	470
==> metal layers <==
layer / vias to the layer above / global-route usage / routed length, microns
met4: 4 / 0.04343 / 590
met2: 330 / 0.4728 / 14170
met3: 24 / 0.09181 / 2909
met5: - / 0 / 25
met1: 3879 / 0.4539 / 11440
li1: 3886 / - / -
==> repair_timing <==
action / in CTS / in global routing
setup buffers: 3 / 13
hold buffers: 0 / 0
resized: 23 / 24
setup endpoints to repair: 3 / 5
pin swaps: 11 / 31
