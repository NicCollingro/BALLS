**flow/design.v**
```verilog
module neurons(
    input wire rst,
    input wire [1:0] xin,
    input wire update_clk,
    output wire [39:0] xalt_packed
);
    reg signed [1:0] xalt [0:19];
    generate
    genvar j;
    for (j = 0; j < 20; j = j + 1) begin : xalt_packing
        assign xalt_packed[j*2 +: 2] = xalt[j];
    end
    endgenerate
    integer i;
    always @(posedge rst or posedge update_clk) begin
        if (rst) begin
            for (i = 0; i < 20; i = i + 1) begin
                xalt[i] <= 2'b01;
            end
        end else begin
            for (i = 10; i >= 0; i = i - 1) begin
                if (i == 0) begin
                    xalt[i] <= xin;
                end else begin
                    xalt[i] <= xalt[i-1];
                end
            end
        end
    end
endmodule
```
**flow/run.sh**
```bash
#!/bin/bash
# OpenROAD 26Q1-2900-gdf79404cd8, Yosys 0.63+post, stock flow scripts
make -C /OpenROAD-flow-scripts/flow DESIGN_CONFIG=/design/flow/config.mk WORK_HOME=/design/flow/orfs finish
```
**flow/config.mk**
```make
export PLATFORM = sky130hd
export DESIGN_NAME = neurons
export DESIGN_NICKNAME = neurons
export VERILOG_FILES = /design/flow/design.v
export SDC_FILE = /design/flow/constraint.sdc
export NUM_CORES = 4
export LEC_CHECK = 1
export CORE_AREA = 10 10 91 91
export DIE_AREA = 0 0 101 101
```
**flow/constraint.sdc**
```tcl
current_design neurons

set clk_period 1.0
set clk_io_pct 0.2

create_clock -name clk0 -period $clk_period [get_ports {update_clk}]

set non_clock_inputs [all_inputs -no_clocks]
set_input_delay [expr $clk_period * $clk_io_pct] -clock clk0 $non_clock_inputs
set_output_delay [expr $clk_period * $clk_io_pct] -clock clk0 [all_outputs]
```
==> reports/results.txt <==
status: finished with violations
failing checks: negative setup slack
DR DRC count: 0
initial antenna violation count: 0
IO Pins: 44
crit path DRT: 0.80 ns
crit start category: flop
# diodes: 0
final setup margin: -0.07602 ns
die area: 10200 um^2
Unique masters post-synth: 5
vias per std cell: 2.352
max reg flops: 22
global-route wire length before repair: 2.180 mm
gr usage total: 0.02694
Design Power: 1.689 mW
Fin Hold WS: 0.2651 ns
max-slew violations: 0
Period Utilization, post-route: 1.076
clk_skew: 0.001309 ns
CTS Buf Count: 3
mean area per synthesized cell: 16.53 um^2
Port Buffer Count: 25
Final setup viols: 11
CTS tree: built
# Max-Cap Violations: 0
Core Box Area: 6350 um^2
Top reg by flops: xalt
synthesized area: 710.7 um^2
peak supply drop: 0.7399 mV
clock root buffer: clkbuf_8
Area Growth Syn to Fin: 44.89%
comb. cell area: 67.56 um^2
top flop regs: xalt (22)
slowest CP cell: dfstp_2
Vias: 374
buffer and inverter count on the worst path: 1
Final Wtd Congestion: 0.7016
RSZ-0062 raised after global routing: yes
initial drt markers: 1
register share after synthesis: 0.7940
Die Y: 101 um
total wire length: 1.476 mm
Worst path max stage delay: 0.54 ns
routed length per instance: 9.283 um
maximum clock frequency: 929.3 MHz
vias in the first global route: 430
drt pass-1 iters: 2
Max clock buf depth: 2
crit-path cells: buf_2
grt ovf: 0
ys cells: 43
Hold Crit Class: input pin to async pin
Pwr Density: 1640 nW/um^2
setup tns final: -0.7493 ns
Log Warnings: 27
CTS H-tree depth: 1
Crit path arrival time: 0.88 ns
Fin. Hold Viols: 0
pin count of the biggest net entering global routing: 23
hold buffers post-CTS: 0
Post-Synthesis Cells: 43
Initial Util: 0.1119
Leak: 0.4970 nW
layout cells sized above 1: 0.5976
post-route minimum period: 1.076 ns
horizontal die size: 101 um
synthesis warning total: 2
DPL Wire Length: 1.186 mm
R2R Setup Slk: 0.24 ns
Seq. cell area: 564.3 um^2
crit-path leading delay family: flip-flops
Worst setup EP type: output pin
worst skew pair latency: 0.25 ns
Filler Cell Count: 697
ys flops: 22
clock slew at reported path FFs: 0.07 ns
Rows: 29
Clock Sinks: 22
Antenna Nets Post-Route: 0
kind of critical path: flop to output pin
yosys stat area: 710.7 um^2
Max Fanout on Critical Path: 2
[per-layer routing]
| metal | share of wire | global-route usage |
|---|---|---|
| met3 | 0.17 | 0.02703 |
| met2 | 0.36 | 0.03145 |
| met5 | 0 | 0 |
| met1 | 0.46 | 0.03555 |
| met4 | 0.0027 | 0.001072 |
[layout by cell type, fill, tap and decap left out]
cell type / Yosys / routed
buf_2: 0 / 21
conb_1: 2 / 18
buf_4: 18 / 11
dfstp_2: 11 / 11
dfrtp_1: 11 / 11
clkbuf_8: 0 / 4
clkdlybuf4s50_1: 0 / 3
inv_1: 1 / 1
clkbuf_2: 0 / 1
buf_12: 0 / 1
[synthesized netlist by cell type (all sizes together)]
library cell | n | area, um^2
buf | 18 | 135.1
conb | 2 | 7.510
dfrtp | 11 | 275.3
inv | 1 | 3.750
dfstp | 11 | 289.0
[per-stage QoR]
stage	instances	area, um^2	util	setup WS, ns
finish	159	1030	0.1622	-0.07602
CTS	158	1027	0.1618	-0.1058
floorplan	59	770.7	-	0.3112
detailed placement	148	1032	0.1626	-0.1976
global placement	148	1032	0.1626	-0.2070
global route	159	1030	0.1622	-0.1250
[cell type report]
class / count / area share
flip-flops and latches: 22 / 0.5480
inverters: 1 / 0.003645
repair buffers: 37 / 0.2357
clock buffers: 4 / 0.05346
well taps: 77 / 0.09356
multi-input cells: 18 / 0.06561
[what timing repair did]
action | in CTS | in global routing
resized | 67 | 1
setup buffers | 6 | 1
setup endpoints to repair | 22 | 14
[logic make-up (layout without fill, tap and decap cells)]
kind of cell	after synthesis	after routing	synth area share
flops	22	22	0.7940
other cells	2	18	0.01057
buf+inv	19	42	0.1954
[final timing paths]
check,from,cells after the start,to
worst max-delay path,xalt[3][0],1,xalt_packed[6]
worst min-delay path,rst,3,xalt[10][1]
worst max register to register,xalt[8][0],2,xalt[9][0]
worst min register to register,xalt[5][0],0,xalt[6][0]
max in group asynchronous,rst,3,xalt[1][0]
min in group clk0,xin[0],1,xalt[0][0]
[where the power goes]
part           internal [mW]  switching (mW)  total, mW
sequential             0.953          0.0188      0.971
combinational         0.0729          0.0395      0.112
clock                  0.350           0.256      0.605
No activity file was given, so power comes from the tool's default toggle rates.
